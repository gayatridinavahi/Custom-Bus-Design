--- flow/config.mk ---
export PLATFORM = sky130hd
export DESIGN_NAME = custom_bus_master
export DESIGN_NICKNAME = custom_bus_master
export VERILOG_FILES = /design/flow/design.v
export SDC_FILE = /design/flow/constraint.sdc
export NUM_CORES = 4
export LEC_CHECK = 1
export CORE_AREA = 10 10 89 89
export DIE_AREA = 0 0 99 99
--- flow/constraint.sdc ---
current_design custom_bus_master

set clk_period 1.3
set clk_io_pct 0.2

create_clock -name clk0 -period $clk_period [get_ports {clk}]

set non_clock_inputs [all_inputs -no_clocks]
set_input_delay [expr $clk_period * $clk_io_pct] -clock clk0 $non_clock_inputs
set_output_delay [expr $clk_period * $clk_io_pct] -clock clk0 [all_outputs]
--- flow/design.v ---
`timescale 1ns/1ps
module custom_bus_master(
	input				clk,
	input				rst,
	input				wr_start,
	input				rd_start,
	input		[7:0]	wr_data,
	output	reg	[7:0]	rd_data,
	output	reg			m_req,
	output	reg			m_r0_w1,	 
	output	reg	[7:0]	m_wr_data,
	input		[7:0]	m_rd_data,
	output	reg			m_done,
	input				s_ack,
	input				s_data_ack
	);
	reg [7:0] data;
	enum reg [3:0] {IDLE, M_WR_REQ, S_WR_ACK, M_DATA, S_DATA_ACK, M_WR_ACK, M_RD_REQ, S_RD_RESP, M_RD_ACK} m_current_state, m_next_state;
	always @(posedge clk or posedge rst) begin
		if(rst)
			m_current_state <= IDLE;
		else
			m_current_state <= m_next_state;
	end
	always @(*) begin
		case(m_current_state)
			IDLE	    :	begin
					    		casez ({wr_start, rd_start}) 
									2'b?1	: m_next_state = M_RD_REQ;
									2'b10	: m_next_state = M_WR_REQ;
									default	: m_next_state = IDLE;
					    		endcase
							end
			M_WR_REQ    :	m_next_state = S_WR_ACK;
			S_WR_ACK   :	m_next_state = s_ack ? M_DATA : S_WR_ACK;
			M_DATA      :   m_next_state = S_DATA_ACK;
			S_DATA_ACK    :	m_next_state = s_data_ack ? M_WR_ACK : S_DATA_ACK;
			M_WR_ACK    :	m_next_state = IDLE;
			M_RD_REQ    :	m_next_state = S_RD_RESP;
			S_RD_RESP   :	m_next_state = s_ack ? M_RD_ACK : S_RD_RESP;
			M_RD_ACK    :	m_next_state = IDLE;
			default	    :	m_next_state = IDLE;
		endcase
	end
	always @(posedge clk or posedge rst) begin
		if(rst)
			data <= 8'd0;
		else
			data <= wr_start ? wr_data : data;
	end
	always @(posedge clk or posedge rst) begin
	    if(rst)
			rd_data <= 8'd0;
	    else if(m_current_state == S_RD_RESP && s_ack == 1'b1)
			rd_data <= m_rd_data;
	end
	always @(*) begin
		case(m_current_state)
			M_WR_REQ	:   begin
					   			m_req 		= 1'b1;
				       			m_wr_data 	= 8'd0;
				       			m_done 		= 1'b0;
					   			m_r0_w1 	= 1'b1;
				       		 end
			M_DATA        : begin
					   			m_req 		= 1'b0;
				       			m_wr_data 	= data;
				       			m_done 		= 1'b0;
					   			m_r0_w1 	= 1'b0;
				       		 end
			M_WR_ACK, M_RD_ACK    :	begin
					   					m_req 		= 1'b0;
				       					m_wr_data 	= 8'd0;
				       					m_done 		= 1'b1;
					   					m_r0_w1 	= 1'b0;
				        			end
			M_RD_REQ    :	begin
					   			m_req 		= 1'b1;
				       			m_wr_data 	= 8'd0;
				       			m_done 		= 1'b0;
					   			m_r0_w1 	= 1'b0;
							end
			default	    :   begin
					   			m_req 		= 1'b0;
				       			m_wr_data 	= 8'd0;
				       			m_done 		= 1'b0;
					   			m_r0_w1 	= 1'b0;
				        	end
		endcase
	end
endmodule
--- flow/run.sh ---
#!/bin/bash
# OpenROAD 26Q1-2900-gdf79404cd8, Yosys 0.63+post, stock flow scripts
make -C /OpenROAD-flow-scripts/flow DESIGN_CONFIG=/design/flow/config.mk WORK_HOME=/design/flow/orfs finish
==> out/metrics.yaml <==
timing:
  tightest_slew_ns: 0.203
  rsz0062_at_grt: "yes"
  finalSetupViolCount: 5
  hold_violations: 0
  max_freq_mhz: 715
  worst_slack_ns: -0.0990
  drv_slew: 0
  fin_crit_ns: 1.40
  fin_skew_ns: 0.00581
  post-route-period-util: 1.08
  slew_headroom: 0.864
synth:
  async_reset_ff_frac: 1.00
  syn_area_per_cell_sq_um: 14.6
  synthTopLogicFamily: "multiplexers"
  synth_area_sq_um: 966
  synth_top_cell_by_count: "dfrtp_1"
  simple_gate_area_frac: 0.120
  synth-edff-count: 0
  synth_cell_types: 13
  ys_cells: 66
  top_area_frac: 0.622
  ys_seq_elements: 25
  ys.flop_type: "dfrtp_1"
  syn_inst: 66
  synth_warnings: 1
  ys_sh_mux: 0.187
  yosys-top-cells-count: "dfrtp_1 (24), mux2_2 (16), and2_1 (10)"
  synth.area.top_cells: "dfrtp_1 (62%), mux2_2 (19%), and2_1 (6.5%), dfstp_2 (2.7%), a21o_1 (2.3%)"
  yosysChipArea_sq_um: 966
  synthAoiAreaFrac: 0.0233
  ys_seq_share: 0.649
  adder_share: 0
  yosys.area.top_type: "dfrtp_1"
  yosys.area_share.xor_xnor: 0
cells_and_area:
  fill_cells: 618
  mi_logic_area_sq_um: 332
  drive_gt1_frac: 0.440
  postLayoutCellArea_sq_um: 1620
  regArea_sq_um: 628
  area_growth_pct: 67.9
  final_util: 0.271
place:
  gp_congestion: 0.694
  place_area_sq_um: 1530
  place_hpwl_mm: 1.91
  port_buffers: 40
critical_path:
  rr_worst_depth: 6
  ff2ff_setup_slack_ns: 0.06
  crit_path_frequent_cell: "buf_6"
  start_kind: "flip-flop"
  timing.rr.start: "m_current_state[7]$_DFF_PP0_"
  path_max_fanout: 5
  rr_endpoint: "m_current_state[2]$_DFF_PP0_"
  critPathRequiredTime_ns: 1.04
  crit_path_end_kind: "primary output"
  cp_slowest_cell: "dfrtp_2"
  cp_cell_sequence: "buf_6 > buf_6 > and2_4 > buf_6"
  critPathKind: "reg2out"
  cp.arrival_ns: 1.14
  max_stage_delay_ns: 0.42
cts:
  cts_buffers: 3
  cts_tree: "yes"
  cts_root_buf: "clkbuf_8"
  clkTransAtPathRegs_ns: 0.09
  clock_latency_ns: 0.27
  clockBufferDepth: 2
  h-tree-depth: 1
  cts.sinks: 25
routing:
  vias: 686
  drc_errors: 0
  drt-initial-drc-count: 9
  ant_nets: 0
  avgViaCountPerCell: 3.43
  wl_mm: 2.39
  dr.pass1.iters: 2
  wire_per_inst_um: 11.9
  diodes: 0
floorplanning:
  rows: 28
  die_x_um: 99
  fp.dieH_um: 99
  initCoreUtil: 0.161
  die-area_sq_um: 9800
  num_io_pins: 41
  design.core.area_sq_um: 5990
job:
  maxCapViolCount: 0
  warnings: 27
min_path:
  hold_path_class: "in2async"
grt:
  grtUsageTotal: 0.0491
  antenna_found_initial: 0
  grt_pass1_wl_mm: 3.94
  grt_max_degree: 16
  overflow: 0
  grt_pass1_vias: 718
power_and_ir_drop:
  p_leak_nw: 0.855
  p_per_area_nw_per_um2: 866
  vdd_drop_max_uv: 332
run_status:
  outcome: "complete, but fails checks"
  violations: "negative setup slack"
-- cells in the final DEF (no fill, tap or decap) --
cell / count
dfrtp_1: 23
clkdlybuf4s50_1: 21
mux2_2: 16
buf_4: 11
buf_6: 9
dlygate4sd2_1: 8
and2_1: 7
buf_2: 5
inv_1: 4
and2_4: 3
a21o_1: 3
clkbuf_8: 3
or2_4: 2
nand2_4: 1
and3b_1: 1
and2_2: 1
nor3b_1: 1
or2_1: 1
clkinvlp_4: 1
dfstp_2: 1
dfrtp_2: 1
clkdlybuf4s15_1: 1
clkbuf_2: 1
-- registers in the layout, summed over array words and instances (netlist names) --
signal / flops
rd_data: 8
data: 8
m_current_state: 9
-- stage by stage --
| step | power (mW) | setup WS, ns | hold WS (ns) | TNS (ns) | cells |
|---|---|---|---|---|---|
| 2_1_floorplan | 0.869 | 0.355 | 0.287 | 0 | 66 |
| 3_3_place_gp | 0.957 | -0.146 | 0.457 | -1.96 | 190 |
| 3_5_place_dp | 0.959 | -0.103 | 0.463 | -1.69 | 190 |
| 4_1_cts | 1.44 | -0.112 | 0.207 | -0.436 | 200 |
| 5_1_grt | 1.48 | -0.137 | 0.212 | -0.590 | 200 |
| 6_report | 1.40 | -0.0990 | 0.200 | -0.246 | 200 |
-- worst max path at each step --
stage | slack [ns] | endpoint | startpoint
final | -0.1 | m_wr_data[6] | m_current_state[7]$_DFF_PP0_
after global routing | -0.14 | m_wr_data[5] | m_current_state[7]$_DFF_PP0_
after CTS | -0.11 | m_wr_data[5] | m_current_state[7]$_DFF_PP0_
-- what timing repair did --
item                                    CTS  global route
setup buffers                             6             0
gates resized                            49             8
endpoints found under the setup margin   19            11
cloned                                    0             0
hold buffers                              0             0
hold endpoints to repair                  0             0
pin swaps                                 4             1
-- metal layers --
metal | routed length [um] | global-route usage
met3 | 138 | 0.0183
met4 | 19 | 0.00662
met1 | 884 | 0.0560
met5 | 0 | 0
met2 | 1350 | 0.0872
-- power by group --
part / switching (mW) / internal (mW)
sequential: 0.0103 / 0.802
combinational: 0.0391 / 0.0892
clock: 0.247 / 0.217
total: 0.296 / 1.11
-- worst max-delay path: cells and delay by family, from the launching register on --
kind	cells	cell delay (ns)
buffers and inverters	3	0.33
DFF	1	0.42
and+or+nand+nor	1	0.12
-- cells by family after synthesis --
group                  count (synthesis)
and+or+nand+nor                       17
DFF                                   25
muxes                                 16
buffers and inverters                  5
AOI/OAI and AO/OA                      3
-- final cells by class --
cell class	instances	area share
multi-input combinational	36	0.204
clock inverter	1	0.00463
tap	75	0.0579
inverter	4	0.00926
sequential	25	0.387
timing repair buffer	56	0.311
clock buffer	3	0.0255
Power is estimated from default activity; no workload was simulated.
