[design/flow/run.sh]
#!/bin/bash
# OpenROAD 26Q1-2900-gdf79404cd8, Yosys 0.63+post, stock flow scripts
make -C /OpenROAD-flow-scripts/flow DESIGN_CONFIG=/design/flow/config.mk WORK_HOME=/design/flow/orfs finish
[design/flow/config.mk]
export PLATFORM = sky130hd
export DESIGN_NAME = custom_bus_slave
export DESIGN_NICKNAME = custom_bus_slave
export VERILOG_FILES = /design/flow/design.v
export SDC_FILE = /design/flow/constraint.sdc
export NUM_CORES = 4
export LEC_CHECK = 1
export CORE_AREA = 10 10 90 90
export DIE_AREA = 0 0 100 100
[design/flow/constraint.sdc]
current_design custom_bus_slave

set clk_period 1.9
set clk_io_pct 0.2

create_clock -name clk0 -period $clk_period [get_ports {clk}]

set non_clock_inputs [all_inputs -no_clocks]
set_input_delay [expr $clk_period * $clk_io_pct] -clock clk0 $non_clock_inputs
set_output_delay [expr $clk_period * $clk_io_pct] -clock clk0 [all_outputs]
[design/flow/design.v]
`timescale 1ns/1ps
module custom_bus_slave(
	input				clk,
	input				rst,
	input				m_req,
	input				m_r0_w1,
	input		[7:0]	m_wr_data,
	output	reg	[7:0]	m_rd_data,
	input				m_done,
	output	reg			s_ack,
	output	reg			s_data_ack
	);
	reg [7:0] data;
	enum reg [2:0] {M_REQ, S_WR_ACK, S_DATA, S_DATA_ACK, M_WR_ACK, S_RD_RESP, M_RD_ACK} s_current_state, s_next_state;
	always @(posedge clk or posedge rst) begin
		if(rst)
			s_current_state <= M_REQ;
		else
			s_current_state <= s_next_state;
	end
	always @(*) begin
		case(s_current_state)
			M_REQ		:	begin
								if(m_req && ~m_r0_w1)
									s_next_state = S_RD_RESP;
								else if(m_req && m_r0_w1)
									s_next_state = S_WR_ACK;
								else
									s_next_state = M_REQ;
							end
			S_WR_ACK	:	s_next_state = S_DATA;
			S_DATA   	:	s_next_state = S_DATA_ACK;
			S_DATA_ACK	:	s_next_state = M_WR_ACK;
			M_WR_ACK	:	s_next_state = m_done ? M_REQ : M_WR_ACK;
			S_RD_RESP	:	s_next_state = M_RD_ACK;
			M_RD_ACK	:	s_next_state = m_done ? M_REQ : M_RD_ACK;
			default		:	s_next_state = M_REQ;
		endcase
	end
	always @(*) begin
		case(s_current_state)
			S_WR_ACK	: 	begin
								s_ack 		= 1'b1;
								s_data_ack		= 1'b0;
								m_rd_data 	= 8'd0;
							end
			S_DATA_ACK	: 	begin
								s_ack		= 1'b0;
								s_data_ack		= 1'b1;
								m_rd_data 	= 8'd0;
							end
			S_RD_RESP	: 	begin
								s_ack 		= 1'b1;
								s_data_ack		= 1'b0;
								m_rd_data 	= data;
							end
			default		: 	begin
								s_ack		= 1'b0;
								s_data_ack		= 1'b0;
								m_rd_data 	= 8'd0;
							end
		endcase
	end
	always @(posedge clk or posedge rst) begin
		if(rst)
			data <= 8'd0;
		else
			data <= (s_current_state == S_DATA) ? m_wr_data : data;
	end
endmodule
==> impl_metrics.py <==
# Generated from Yosys and OpenROAD reports
metrics = {
    "run_status": {
        "status": "finished, final reports clean",
    },
    "logic_synthesis": {
        "yosysChipArea_sq_um": 614,
        "aoi_share_pct": 4.07,
        "syn_area_sq_um": 614,
        "ys_ff": 15,
        "ys_cells": 43,
        "adder_share_pct": 0,
        "ys_sh_simple_pct": 11.4,
        "synthCells": 43,
        "yosysUniqueCellTypes": 12,
        "yosysWarnings": 1,
        "yosysSeqAreaShare_pct": 61.3,
        "synthMuxAreaShare_pct": 19.6,
        "synth.avg_cell_area_sq_um": 14.3,
        "synth.logic.top_family": "multiplexers",
        "ys_sh_xor_pct": 0,
    },
    "setup_path": {
        "worstSetupPathType": "reg2out",
        "worstRegToRegCells": 1,
        "regToRegEndpoint": "data[4]$_DFFE_PP0P_",
        "slowest_delay_ns": 0.47,
        "startpoint_type": "flip-flop",
        "worst-r2r-setup-slack_ns": 0.77,
        "path_buffers": 1,
        "crit_slowest_cell": "dfrtp_2",
        "r2r-start": "s_current_state[2]$_DFF_PP0_",
        "cp-startpoint": "s_current_state[5]$_DFF_PP0_",
        "crit_arrival_ns": 1.43,
        "endpoint_kind": "output port",
        "path_delay_family": "flip-flops",
        "crit_chain": "or2_2 -> clkdlybuf4s50_1",
        "worstPathMaxFanout": 10,
        "required_ns": 1.52,
    },
    "timing": {
        "finalCritPeriodShare_pct": 95.2,
        "finalSetupViolCount": 0,
        "tns_ns": 0,
        "worstMarginPinSlew_ns": 0.551,
        "hold_viol_final": 0,
        "slew_violations": 0,
        "fin_crit_ns": 1.81,
        "grt_setup_unrepaired": "false",
        "relSlewSlack_pct": 63.2,
        "fmax_mhz": 553,
        "finalClockSkew_ns": 0.00113,
    },
    "drt": {
        "drc": 0,
        "wl_um": 1480,
        "wl_per_cell_um": 10.2,
        "first_pass_iters": 2,
        "n_antenna_cell": 0,
        "drtAntennaViolNets": 0,
        "dr_total_vias": 384,
        "vias_per_cell": 2.65,
        "initialDrtViolationCount": 8,
    },
    "global_routing": {
        "grt_max_degree": 16,
        "met2_usage_pct": 4.28,
        "grt_pass1_wl_um": 2290,
        "antenna_found_initial": 0,
        "grt_pass1_vias": 440,
        "grt_busiest_layer": "met2",
        "use_met3_pct": 1.46,
        "grt_usage_pct": 2.91,
        "met1_usage_pct": 3.63,
        "grt.overflow.total": 0,
    },
    "finish": {
        "drive_gt1_share_pct": 20.6,
        "final_util_pct": 15.4,
        "syn_to_final_growth_pct": 57.2,
        "fillers": 686,
    },
    "worst_hold_path": {
        "hp-class": "reg2reg",
        "min_path_cells": 0,
        "min_to": "s_current_state[2]$_DFF_PP0_",
        "hp-start": "s_current_state[4]$_DFF_PP0_",
    },
    "clocking": {
        "cts_tree": "done",
        "insertion_delay_ns": 0.24,
        "cts_buffers": 3,
        "htree_levels": 1,
        "cts_root_buffer": "clkbuf_8",
        "cts.sinks": 15,
        "post_cts_resized": 0,
        "post-cts-setup-buffers": 0,
        "hold_buffers": 0,
        "clock_path_buffers": 2,
        "clk_pin_slew_worst_paths_ns": 0.06,
    },
    "floorplan": {
        "num_io_pins": 23,
        "core_area_sq_um": 6280,
        "die_w_um": 100,
        "chip_area_sq_um": 10000,
        "die_h_um": 100,
        "fp-utilization_pct": 9.79,
        "rows": 29,
    },
    "place": {
        "port_buffers": 22,
        "hpwl_um": 1160,
        "gp_congestion": 0.709,
    },
    "power_and_ir_drop": {
        "p_leak_nw": 0.422,
        "irDropWorstVdd_mv": 0.236,
        "p_per_area_nw_per_um2": 943,
    },
    "flow_run": {
        "log.warning_count": 25,
        "cap_violations": 0,
    },
}
==> synthesized netlist by cell type <==
| cell | count | area share, % |
|---|---|---|
| dfrtp_1 | 14 | 57 |
| or2_2 | 1 | 1.0 |
| o21ai_0 | 2 | 1.6 |
| buf_6 | 1 | 1.8 |
| dfstp_2 | 1 | 4.3 |
| nand2_1 | 1 | 0.61 |
| and2_1 | 8 | 8.1 |
| inv_1 | 3 | 1.8 |
| and3_1 | 1 | 1.0 |
| nor2_1 | 1 | 0.61 |
| a21o_1 | 2 | 2.4 |
| mux2_4 | 8 | 20 |
==> metal layers <==
metal,vias up,part of all wire [%]
li1,188,-
met1,180,41
met2,14,44
met3,2,12
met4,0,2.8
met5,-,0
==> report_power, final <==
part,switching (mW),internal [mW],leakage (nW)
Combinational,0.0429,0.155,0.209
Clock,0.0996,0.148,0.0228
Sequential,0.0465,0.419,0.190
Total,0.189,0.722,0.422
==> cell usage in the layout (no fill, tap or decap) <==
cell type        netlist  layout
mux2_4                 8       8
inv_1                  3       3
and2_1                 8       8
dfrtp_1               14      13
clkbuf_8               0       3
clkdlybuf4s50_1        0      22
dfrtp_2                0       1
or2_2                  1       1
a21o_1                 2       2
nand2_1                1       1
o21ai_0                2       2
clkbuf_1               0       1
dfstp_2                1       1
and3_1                 1       1
nor2_1                 1       1
==> cell type report <==
type	instances	area, sq um	share of cell area [%]
sequential	15	378	39.1
timing repair buffer	22	220	22.8
multi-input combinational	24	215	22.3
tap	77	96.3	9.97
inverter	3	11.3	1.17
clock buffer	4	45.0	4.66
==> worst max path at each step <==
stage	slack (ns)	end	cells past startpoint
final	0.09	s_ack	2
after CTS	0.02	s_ack	2
after global routing	0.03	s_ack	2
==> state kept, by name, indices dropped and copies added, names as in the netlist <==
signal	cells
s_current_state	7
data	8
==> stage by stage <==
stage	hold WS, ns	instance area (sq um)	power (mW)	setup slack [ns]	cells
floorplan	0.281	614	0.603	0.840	43
global placement	0.368	920	0.667	0.297	141
detailed placement	0.367	920	0.670	0.288	141
CTS	0.380	965	0.930	0.0208	145
global route	0.394	966	0.974	0.0273	145
finish	0.374	966	0.910	0.0913	145
==> cells by family (layout without fill, tap and decap cells) <==
group	after synthesis	in the layout
buffers and inverters	4	29
AND/OR/NAND/NOR	12	12
AND-OR/OR-AND	4	4
multiplexers	8	8
flip-flops	15	15
Power is estimated from default activity; no workload was simulated.
